==> flow/design.v <==
`timescale 1ns / 1ps
module Register_File (
    input [4:0] Read1,         
    input [4:0] Read2,         
    input [4:0] WriteReg,      
    input [31:0] WriteData,    
    input RegWrite,            
    output [31:0] Data1,       
    output [31:0] Data2,       
    input rst,                 
    input clk                  
);
    reg [31:0] registers [0:31];
    assign Data1 = (Read1 != 0) ? registers[Read1] : 32'b0;
    assign Data2 = (Read2 != 0) ? registers[Read2] : 32'b0;
    always @(posedge clk or posedge rst) begin
        if (rst) begin
            integer i;
            for (i = 0; i < 32; i = i + 1)
                registers[i] <= 32'b0;
        end
        else if (RegWrite && WriteReg != 0) begin
            registers[WriteReg] <= WriteData;
        end
    end
endmodule
==> flow/run.sh <==
#!/bin/bash
# OpenROAD 26Q1-2900-gdf79404cd8, Yosys 0.63+post, stock flow scripts
make -C /OpenROAD-flow-scripts/flow DESIGN_CONFIG=/design/flow/config.mk WORK_HOME=/design/flow/orfs finish
==> flow/config.mk <==
export PLATFORM = sky130hd
export DESIGN_NAME = Register_File
export DESIGN_NICKNAME = Register_File
export VERILOG_FILES = /design/flow/design.v
export SDC_FILE = /design/flow/constraint.sdc
export NUM_CORES = 4
export LEC_CHECK = 1
export CORE_UTILIZATION = 30
==> flow/constraint.sdc <==
current_design Register_File

set clk_period 5.8
set clk_io_pct 0.2

create_clock -name clk0 -period $clk_period [get_ports {clk}]

set non_clock_inputs [all_inputs -no_clocks]
set_input_delay [expr $clk_period * $clk_io_pct] -clock clk0 $non_clock_inputs
set_output_delay [expr $clk_period * $clk_io_pct] -clock clk0 [all_outputs]
==> results.tsv <==
metric	value	unit
worstPathCellList	clkdlybuf4s50_1 -> buf_4 -> nor2_4 -> and3_2 -> buf_4 -> a22oi_1 -> nand3_1 -> or4_1 -> clkdlybuf4s50_1	
cts_htree_levels	3	
regMostFlops	registers	
max-clock-path-buffers	3	
r2r_cells	1	
cp-end-kind	primary output	
fin_util	0.367	
ys.flop_type	dfrtp_1	
rsz0062_at_grt	false	
cts.sinks	992	
gr-total-overflow	0	
vias_per_cell	6.60	
tightest_slew	1.09	ns
drt-total-wl	288	mm
status	finished with violations	
setup_slack	-0.0128	ns
async_reset_ff_frac	1.00	
ys_seq_share	0.496	
fp.dieH	411	µm
skew	0	ns
biggestRegsByFlops	registers (992)	
yosysCellCount	4226	
slowest_delay	0.71	ns
core_area	165000	µm²
violations	setup timing	
grt_pass1_wl	389	mm
clock_tree.root_cell	clkbuf_16	
fin_crit_sh	1.00	
die-area	169000	µm²
mappedNetlistArea	50100	µm²
crit_arrival	4.65	ns
numCtsBuffers	113	
port-buffer-count	113	
power	20.3	mW
critPathKind	in -> out	
wire_per_inst	43.0	µm
power.density	335	nW/µm²
antenna_found_initial	24	
start_kind	input port	
dr.pass1.iters	25	
edf_count	0	
clock_latency	0.78	ns
vias	44100	
drtAntennaViolNets	0	
slowest_stage	and3_2	
drt-initial-drc-count	5167	
hold_depth	1	
syn_inst	4226	
grt_pass1_vias	43800	
max_freq	172	MHz
relSlewSlack	0.270	
peakVddDrop	0.000261	V
grt.total_usage	0.350	
hold_viol_final	0	
maxSlewViolCount	0	
fin_crit	5.81	ns
clk_pin_slew	0.06	ns
cap_violations	0	
fp-row-count	149	
hpwl	187	mm
hold_path.class	reg -> reg	
die_width	411	µm
power_leakage	27.4	nW
place.gp.congestion	1.03	
synth_area_per_cell	11.9	µm²
grt_start_max_net_pins	116	
top_area_frac	0.496	
ys_warn_count	2	
synthTopCellsByArea	dfrtp_1 50%, mux2_2 22%, a22oi_1 9.7%	
fp_util	0.303	
drc	0	
synthToLayoutAreaGrowth	21.1	%
drive_gt1_frac	0.383	
yosysUniqueCellTypes	50	
cp_max_fo	14	
required	4.64	ns
ys_ff	992	
cts_tree	done	
warnings	38	
largest_area_cell	dfrtp_1	
finalSetupViolCount	2	
largest_reg_flops	992	
synth-area-yosys	50100	µm²
top_level_ports	114	
-- where the power goes --
| group | leakage (nW) | internal, mW | total [mW] | switching (mW) |
|---|---|---|---|---|
| logic | 12.7 | 1.54 | 2.92 | 1.38 |
| clock network | 1.96 | 4.52 | 7.79 | 3.27 |
| registers | 12.7 | 8.26 | 9.64 | 1.37 |
| total | 27.4 | 14.3 | 20.3 | 6.03 |
-- stage by stage --
| step | instance area (µm²) | instances | TNS [ns] | worst slack, ns | hold WS (ns) |
|---|---|---|---|---|---|
| detailed placement | 56600 | 6470 | -0.00303 | -0.00303 | 0.499 |
| finish | 60700 | 6691 | -0.0150 | -0.0128 | 0.516 |
| global route | 60700 | 6684 | 0 | 0.00795 | 0.537 |
| floorplan | 50100 | 4226 | -8954.12 | -9.03 | 0.468 |
| CTS | 60600 | 6682 | 0 | 0.0113 | 0.510 |
| global placement | 56600 | 6470 | -0.0617 | -0.0358 | 0.488 |
-- worst paths after layout --
kind	start	slack (ns)	end
worst max-delay path	Read2[4]	-0.01	Data2[10]
worst min-delay path	registers[19][3]	0.52	registers[19][3]
worst max register to register	registers[6][10]	4.89	registers[6][10]
worst min register to register	registers[19][3]	0.52	registers[19][3]
max in group asynchronous	rst	3.70	registers[11][14]
min in group asynchronous	rst	0.92	registers[26][30]
-- cells in the final DEF (no fill, tap or decap), drive strengths merged, types with 12 or more instances in the layout --
master         instances
a222oi                19
and2                  31
a22oi                649
buf                  398
or4                   62
dfrtp                992
clkbuf               142
a22o                  13
nand3                174
clkinv                36
mux2                1005
a2111oi              114
nor2b                 13
clkdlybuf4s50        113
and3                 361
clkinvlp              12
nand4                115
nor3b                 14
nor2                  51
bufinv                15
nand2                 73
-- metal layers --
| layer | routed length (µm) | up-vias | GRT usage | share of wire |
|---|---|---|---|---|
| li1 | - | 16700 | - | - |
| met1 | 106000 | 22800 | 0.452 | 0.37 |
| met2 | 120000 | 3451 | 0.487 | 0.42 |
| met3 | 39800 | 1132 | 0.162 | 0.14 |
| met4 | 22000 | 11 | 0.200 | 0.077 |
| met5 | 203 | - | 0.00678 | 0.00071 |
-- cells by family (layout without fill, tap and decap cells) --
family                 count (synthesis)  count (layout)  synth area share
multiplexers                        1008            1008             0.227
flip-flops                           992             992             0.496
AND/OR/NAND/NOR                      938             938             0.110
AND-OR/OR-AND                        833             833             0.131
buffers and inverters                455             724            0.0376
other                                  0               7                 0
-- cell usage after synthesis, drive strengths merged, types with 5 or more instances --
master and number:
mux2 1005, a2111oi 114, and2 31, nor3 9, nor2 51, a22o 13, a32oi 10, nand4 115
buf 129, a222oi 19, dfrtp 992, o21ai 5, clkbuf 325, nand2 73, nand2b 10, and3b 7
a22oi 649, or4 62, nor3b 14, nor2b 13, nand3b 9, a21oi 6, and3 361, nand3 174
-- layout make-up --
| cell class | instances | area (µm²) |
|---|---|---|
| flip-flops and latches | 992 | 24800 |
| repair buffers | 511 | 5140 |
| well taps | 2189 | 2740 |
| inverters | 1 | 7.51 |
| clock inverters | 70 | 896 |
| multi-input cells | 2779 | 23900 |
| diodes | 7 | 17.5 |
| clock buffers | 142 | 3130 |
| fillers | 15900 | 105000 |
-- worst max-delay path, delay by kind of cell --
| kind | cells | cell delay, ns |
|---|---|---|
| simple gates | 4 | 1.59 |
| compound gates | 1 | 0.12 |
| buf+inv | 4 | 1.76 |
-- repair_timing --
action / in CTS / in global routing
gates resized: 2 / 10
pin swaps: 0 / 1
setup endpoints to repair: 2 / 8
buffers inserted: 0 / 2
endpoints found under the hold margin: 0 / 0
hold buffers: 0 / 0
Power and IR drop assume default switching activity.
