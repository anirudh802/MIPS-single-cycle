**design/flow/run.sh**
```bash
#!/bin/bash
# OpenROAD 26Q1-2900-gdf79404cd8, Yosys 0.63+post, stock flow scripts
make -C /OpenROAD-flow-scripts/flow DESIGN_CONFIG=/design/flow/config.mk WORK_HOME=/design/flow/orfs finish
```
**design/flow/config.mk**
```make
export PLATFORM = sky130hd
export DESIGN_NAME = control_unit
export DESIGN_NICKNAME = control_unit
export VERILOG_FILES = /design/flow/design.v
export SDC_FILE = /design/flow/constraint.sdc
export NUM_CORES = 4
export LEC_CHECK = 1
export CORE_AREA = 10 10 74 74
export DIE_AREA = 0 0 84 84
```
**design/flow/constraint.sdc**
```tcl
current_design control_unit

set clk_period 3.5
set clk_io_pct 0.2

create_clock -name clk0 -period $clk_period

set non_clock_inputs [all_inputs -no_clocks]
set_input_delay [expr $clk_period * $clk_io_pct] -clock clk0 $non_clock_inputs
set_output_delay [expr $clk_period * $clk_io_pct] -clock clk0 [all_outputs]
```
**design/flow/design.v**
```verilog
`timescale 1ns / 1ps
module control_unit (
    input [5:0] opcode,
    input [5:0] func,
    output reg [5:0] alu_control,
    output reg [1:0] reg_dst,
    output reg branch,
    output reg mem_to_reg,
    output reg mem_write,
    output reg [1:0] alu_src,
    output reg reg_write,
    output reg jump,
    output reg done
);
    always @(*) begin
        reg_write    = 0;
        alu_src      = 0;
        mem_write    = 0;
        mem_to_reg   = 0;
        branch       = 0;
        jump         = 0;
        alu_control  = 6'b000000;
        reg_dst      = 0;
        done         = 0;
        case (opcode)
            6'b000000: begin  
                reg_write = 1;
                reg_dst   = 1;
                case (func)
                    6'd32: alu_control = 6'd0;  
                    6'd33: alu_control = 6'd1;  
                    6'd34: alu_control = 6'd2;  
                    6'd35: alu_control = 6'd3;  
                    6'd28: alu_control = 6'd4;  
                    6'd29: alu_control = 6'd5;  
                    6'd30: alu_control = 6'd6;  
                    6'd36: alu_control = 6'd7;  
                    6'd37: alu_control = 6'd8;  
                    6'd38: alu_control = 6'd9;  
                    6'd39: alu_control = 6'd10; 
                    6'd42: begin alu_control = 6'd11; alu_src = 2; end 
                    6'd0 : begin alu_control = 6'd12; alu_src = 2; end 
                    6'd2 : begin alu_control = 6'd13; alu_src = 2; end 
                    6'd3 : begin alu_control = 6'd14; alu_src = 2; end 
                    6'd4 : begin alu_control = 6'd15; alu_src = 2; end 
                    6'd8 : begin jump = 1; alu_control=6'd24; end         
                    default: alu_control = 6'd0;
                endcase
            end
            6'd8: begin  
                reg_write   = 1;
                alu_src     = 1;
                alu_control = 6'd0;
            end
            6'd9: begin  
                reg_write   = 1;
                alu_src     = 1;
                alu_control = 6'd1;
            end
            6'd12: begin  
                reg_write   = 1;
                alu_src     = 1;
                alu_control = 6'd7;
            end
            6'd13: begin  
                reg_write   = 1;
                alu_src     = 1;
                alu_control = 6'd8;
            end
            6'd14: begin  
                reg_write   = 1;
                alu_src     = 1;
                alu_control = 6'd9;
            end
            6'd15: begin  
                reg_write   = 1;
                alu_src     = 1;
                alu_control = 6'd23;
            end
            6'd35: begin  
                reg_write   = 1;
                mem_to_reg  = 1;
                alu_src     = 1;
                alu_control = 6'd0;
            end
            6'd43: begin  
                mem_write   = 1;
                alu_src     = 1;
                alu_control = 6'd0;
            end
            6'd4: begin  
                branch      = 1;
                alu_control = 6'd16;
            end
            6'd5: begin  
                branch      = 1;
                alu_control = 6'd17;
            end
            6'd24: begin  
                branch      = 1;
                alu_control = 6'd18;
            end
            6'd25: begin  
                branch      = 1;
                alu_control = 6'd19;
            end
            6'd26: begin     
                branch      = 1;
                alu_control = 6'd11;
            end
            6'd27: begin     
                branch      = 1;
                alu_control = 6'd20;
            end
            6'd28: begin     
                branch      = 1;
                alu_control = 6'd21;
            end
            6'd29: begin     
                branch      = 1;
                alu_control = 6'd22;
            end
            6'd10: begin  
                reg_write   = 1;
                alu_src     = 1;
                alu_control = 6'd11;
            end
            6'd11: begin  
                reg_write   = 1;
                alu_src     = 1;
                alu_control = 6'd16;
            end
            6'd2: begin  
                jump        = 1;
            end
            6'd3: begin  
                jump=1;
                reg_dst=2;
            end
            6'd63: begin  
                done        = 1;
            end
            6'd50: begin  
                case (func)
                    6'd0: begin  
                        reg_write   = 1;
                        alu_control = 6'd32;
                    end
                    6'd1: begin  
                        reg_write   = 1;
                        alu_control = 6'd33;
                    end
                    6'd2: begin  
                        reg_write   = 1;
                        alu_control = 6'd34;
                    end
                    6'd3: begin  
                        reg_write   = 1;
                        alu_control = 6'd25;
                    end
                    6'd4: begin  
                        alu_control = 6'd26;
                    end
                    6'd5: begin  
                        alu_control = 6'd27;
                    end
                    6'd6: begin  
                        alu_control = 6'd28;
                    end
                    6'd7: begin  
                        alu_control = 6'd29;
                    end
                    6'd8: begin  
                        alu_control = 6'd30;
                    end
                    6'd9: begin  
                        reg_write   = 1;
                        alu_control = 6'd31;
                    end
                    default: begin
                        alu_control = 6'd24;
                    end
                endcase
            end
            default: begin
            end
        endcase
    end
endmodule
```
==> run_results.csv <==
group,metric,value,unit
floorplan,fp-row-count,23,
logic_synthesis,ys_top_cells_by_area,"ha_1 10%, nor2_1 6.1%, a21oi_1 4.8%, nor3_1 4.8%, nor2b_1 4.3%",
logic_synthesis,syn_area_per_cell,6.45,sq um
timing,post-route-worst-setup-slack,0.112,ns
floorplan,dieWidth,84,um
placed_design,placed_area,1180,sq um
worst_setup_path,critPathLaunch,"opcode[2]",
logic_synthesis,yosysMostFrequentCell,"nor2_1",
outcome,status,"completed",
logic_synthesis,synthCells,114,
layout,regArea,0,sq um
routing,ant_nets,0,
cts,postCtsHoldBufs,0,
timing,final-setup-viol-count,0,
power_and_ir_drop,leakagePower,0.586,nW
logic_synthesis,synth_cell_type_count,45,
layout,area_delta_synth_final,71.8,%
placed_design,placedCellCount,203,
timing,holdWs,1.93,ns
worst_setup_path,crit_end,"alu_control[3]",
timing,fmax,0.295,GHz
routing,drt_iter0_markers,36,
layout,drive_gt1_frac,0.268,
timing,hold_violations,0,
routing,drt-total-wl,2610,um
routing,wl_per_cell,12.6,um
min_path,min_path_type,"in -> out",
timing,finalMaxSlewViolations,0,
worst_setup_path,worst_setup_path_end_kind,"output port",
worst_setup_path,critPathArrivalTime,2.69,ns
routing,antenna_cells,0,
logic_synthesis,ys_cells,114,
logic_synthesis,syn_area,736,sq um
worst_setup_path,cp_max_fo,6,
layout,fin_area,1260,sq um
floorplan,io_pins,28,
floorplan,coreArea,3970,sq um
power_and_ir_drop,powerDensity,87.7,nW/um^2
routing,avgViaCountPerCell,4.73,
logic_synthesis,common_cells,"12 x nor2_1, 8 x inv_1, 7 x a21oi_1, 7 x nand2_1, 7 x nor3_1",
floorplan,fp_util,0.185,
timing,slew_headroom,0.750,
layout,clkbuf_count,0,
placed_design,io_buffer_count,28,
routing,route.detailed.drc,0,
routing,vias,980,
timing,tightest_slew,0.374,ns
logic_synthesis,ys_warn_count,1,
placed_design,dpl.hpwl,2090,um
global_route,gr-total-overflow,0,
global_route,grt_pass1_vias,848,
floorplan,chip_area,7060,sq um
run,drv_cap,0,
timing,fin_crit,3.39,ns
placed_design,place.gp.congestion,0.843,
routing,dr.pass1.iters,4,
layout,n_fill_cell,440,
floorplan,die_y,84,um
power_and_ir_drop,peakVddDrop,0.0000389,V
global_route,grt_max_degree,13,
timing,rsz0062_at_grt,"false",
worst_setup_path,cp.required,2.80,ns
logic_synthesis,postSynthSeqShare,0,
layout,utilization,0.318,
logic_synthesis,yosysTopAreaCellShare,0.102,
global_route,antenna_found_initial,0,
logic_synthesis,yosysTopAreaCell,"ha_1",
worst_setup_path,worst_setup_path_start_kind,"primary input",
global_route,grtUsageTotal,0.0668,
timing,fin_crit_sh,0.968,
logic_synthesis,yosysChipArea,736,sq um
run,warnings,38,
global_route,grt_pass1_wl,4220,um
timing,tns,0,ns
layout,design.seq.count,0,
layout,layoutNonFillerInstCount,207,
worst_setup_path,worstSetupPathType,"in -> out",
placed_design,post-place-ws,-0.0964,ns
power_and_ir_drop,power,0.111,mW
-- layout by cell type (no fill, tap or decap), drive strengths merged, types with 5 or more instances in the layout --
cell type      synthesis  layout
clkdlybuf4s50          0      18
o21ai                  6       6
a21oi                  7       7
ha                     6       6
nand2                  7       7
nor2b                  5       5
inv                    9       9
nor3                   7       7
buf                    6      25
nor2                  12      12
dlymetal6s2s           0       8
-- area by class of cell --
class | instances | area, sq um | area share
Multi-Input combinational cell | 95 | 678 | 0.537
Tap cell | 50 | 62.6 | 0.0495
Timing Repair Buffer | 53 | 489 | 0.387
Inverter | 9 | 33.8 | 0.0267
-- where the power goes --
| group | switching [mW] | internal (mW) |
|---|---|---|
| logic | 0.0520 | 0.0588 |
| clock network | 0 | 0 |
| registers | 0 | 0 |
-- timing repair --
item | CTS | global route
resized | 5 | 17
setup buffers | 1 | 3
pin swaps | 2 | 7
setup endpoints to repair | 6 | 6
-- worst min-delay path by stage --
stage         start  depth (start not counted)              to  slack (ns)
4_1_cts   opcode[5]                          4  alu_control[4]        2.38
5_1_grt   opcode[4]                          4       reg_write        2.01
6_report  opcode[4]                          4       reg_write        1.93
-- worst max-delay path, cell delays in order --
cell	delay (ns)
clkdlybuf4s50_1	0.42
or4_4	0.42
or2_4	0.30
inv_2	0.07
nand4_2	0.11
o21ai_2	0.09
a211o_1	0.12
clkdlybuf4s50_1	0.46
-- layer usage --
layer,GRT usage,vias up,share of wire
met4,0,0,0
met5,0,-,0
met3,0.0148,0,0.056
li1,-,510,-
met1,0.0963,448,0.49
met2,0.104,22,0.45
-- cell families after synthesis --
family / Yosys count / synth area share
and+or+nand+nor: 48 / 0.349
xor gates and xnor gates: 2 / 0.0238
AOI/OAI and AO/OA: 35 / 0.349
buffers and inverters: 19 / 0.119
adders and majority gates: 6 / 0.102
muxes: 4 / 0.0578
Power figures rest on the tool's default switching activity, not on a simulated workload.
