==> flow/design.v <==
`timescale 1ns / 1ps
module PC(
    input clk,
    input rst,
    input done,
    input [31:0] PC_in,
    output reg [31:0] PC_out
);
always @(posedge clk or posedge rst) begin
    if (rst)
        PC_out <= 32'b0;       
    else if (!done)
        PC_out <= PC_in;       
end
endmodule
==> flow/run.sh <==
#!/bin/bash
# OpenROAD 26Q1-2900-gdf79404cd8, Yosys 0.63+post, stock flow scripts
make -C /OpenROAD-flow-scripts/flow DESIGN_CONFIG=/design/flow/config.mk WORK_HOME=/design/flow/orfs finish
==> flow/config.mk <==
export PLATFORM = sky130hd
export DESIGN_NAME = PC
export DESIGN_NICKNAME = PC
export VERILOG_FILES = /design/flow/design.v
export SDC_FILE = /design/flow/constraint.sdc
export NUM_CORES = 4
export LEC_CHECK = 1
export CORE_UTILIZATION = 30
==> flow/constraint.sdc <==
current_design PC

set clk_period 1.0
set clk_io_pct 0.2

create_clock -name clk0 -period $clk_period [get_ports {clk}]

set non_clock_inputs [all_inputs -no_clocks]
set_input_delay [expr $clk_period * $clk_io_pct] -clock clk0 $non_clock_inputs
set_output_delay [expr $clk_period * $clk_io_pct] -clock clk0 [all_outputs]
==> reports/notes.md <==
Setup repair after global routing could not meet its margin everywhere. STA shows the worst reg2reg path with a cell count of 3. The type of the worst setup path was reg -> out. The tools report the worst clock skew on the final layout as 0 ns. The register with the most flip-flops was PC_out.

The number of placed instances, taps included, is 188. The insertion delay at the late pin of the worst-skew pair is 0.27 ns, and the max-capacitance violation count is 0. The post-layout instance count excluding filler cells was 202; the vertical extent of the die was 69.1 um. For the pin with the worst max-slew slack, the measured transition is 0.172 ns.

The endpoint of the worst register-to-register path is PC_out[0]. The report shows a maximum critical-path fanout of 2. In the routed netlist, the antenna diode instances number 0. The chip occupies 4770 sq um. The total via count after detailed routing is 852. The number of placed I/O pins was 67; the CTS sink count was 32. The first global-routing pass estimated 4.55 mm of wire. Per the run report, area growth between synthesis and finish was 51.9%. The stat command in Yosys gives a chip area of 1350 sq um. Dividing the final minimum period by the clock period gives 98.0%.

In the final layout, the registers with the most flip-flops are PC_out (32). The initial antenna violation count is 0. The logs give 59.4% for the sequential area share after synthesis and 69 for the number of standard cells reported by yosys. Using the TritonRoute via totals, the vias-per-cell ratio works out to 4.22.

The netlist uses 6 different library cells. In the final report, the number of endpoints failing setup comes to 0. Total power for the finished layout comes to 0.00294 W. STA classifies the critical path startpoint as a register. With the count of final hold-check violations at 0, the register bit total from synthesis is 32. In this run the clock root is driven by a sky130_fd_sc_hd__clkbuf_8. After the first detailed-routing iteration, the DRC count stood at 21.

The synthesized netlist occupies a cell area of 1350 sq um. The finished layout cell area was 2050 sq um; the worst setup slack after layout was 0.0200 ns. The register with the most flip-flops in the layout has 32 of them. TritonCTS built the clock tree. The tools report the number of levels in the clock H-tree as 2. The setup slack of the most critical reg-to-reg path came out at 0.03 ns. The run gives 0 as the count of antenna-violating nets left after detailed routing. The clock period could shrink to 0.980 ns. The total of warnings raised by yosys came out at 1.

Cell at the slowest stage of the critical path: sky130_fd_sc_hd__dfrtp_1. Across all stage logs, warnings added up to 26. The count of buffer and inverter cells on the critical path is 1. In the final routed layout, each cell accounts on average for 13.4 um. During placement, the flow inserted port buffers numbering 66. The power density over the cells came out at 1440 nW/um^2. The layout summary lists the proportion of cells stronger than drive strength 1 as 56.0%.

Counting along the longest clock path gives a buffer depth of 2. Global routing used 12.4% of the available tracks. The max-slew check reports its worst relative slack as 88.6%. For the DRC violation count after routing, the log shows 0. The tools report the final weighted congestion in routability-driven placement as 0.706. After floorplanning, the core was divided into 24 placement rows. Wires add up to 2.70 mm. In the placement report, post-DP HPWL is listed as 1.89 mm. OpenSTA, run right after detailed placement, puts the worst setup slack at -0.0238 ns. For the worst setup path, the data required time is 0.80 ns. For the worst setup path, the data arrival time is 0.78 ns.

The run gives 0.000624 V as the worst voltage drop across the vdd grid. The via count of the first global-routing pass was 924. The synthesized netlist handed to floorplanning was reported with a cell count of 69.

The post-place instance area was 2070 sq um; the average cell area after synthesis was 19.5 sq um. The run finished with clean final reports. For the standby leakage power, the log shows 1.01 nW. Entering global routing, the biggest net connects 33 pins. Before placement the cells fill 31.2% of the core. Per the OpenROAD floorplan log, the width of the die is 69.1 um. In this run the critical register-to-register path is launched from PC_out[0]. For reference, the critical path cell chain is buf_2.

Recorded from the global router log, the overflow total was 0. Worst hold path class: in -> async. Among all stages on the critical path, the maximum delay recorded is 0.38 ns. In this run, CTS created clock tree buffers numbering 5.

The nature of the critical path endpoint is an output pin. The final tally of max-slew violations was 0; the number of buffers inserted for hold repair after clock tree synthesis was 0. The run gives 2 for the number of iterations in the first detailed-routing pass. The post-CTS clock slew at the launch and capture registers of the worst setup and hold paths was 0.06 ns. The core area was 4320 sq um. Across all hold checks on the routed design, the worst slack comes to 0.277 ns. The achievable clock frequency was 1020 MHz. The kind of cell with the highest combined delay along the critical path is flip-flops.
-- stage by stage --
| stage | util (%) | setup TNS (ns) |
|---|---|---|
| 5_1_grt | 47.4 | -0.0866 |
| 4_1_cts | 47.0 | 0 |
| 2_1_floorplan | - | 0 |
| 3_3_place_gp | 47.9 | -0.109 |
| 3_5_place_dp | 47.9 | -0.211 |
| 6_report | 47.4 | 0 |
-- how the worst max path moves through the flow --
| stage | from | endpoint | slack, ns | cells after the start |
|---|---|---|---|---|
| 5_1_grt | PC_out[17] | PC_out[17] | -0.02 | 1 |
| 6_report | PC_out[2] | PC_out[2] | 0.02 | 1 |
| 4_1_cts | PC_out[31] | PC_out[31] | 0.003 | 1 |
-- tightest hold or removal path: stages --
cell and delay (ns):
sky130_fd_sc_hd__clkdlybuf4s50_1 0.40, sky130_fd_sc_hd__inv_1 0.09, sky130_fd_sc_hd__buf_12 0.21
-- synthesized netlist by cell type (all sizes together) --
library cell	number	area, sq um
dfrtp	32	801
mux2	32	473
buf	4	71.3
inv	1	3.75
-- power breakdown --
| part | internal [W] | total (W) | switching [W] |
|---|---|---|---|
| clock network | 0.000447 | 0.000859 | 0.000412 |
| logic | 0.000451 | 0.000593 | 0.000142 |
| registers | 0.00143 | 0.00149 | 0.0000634 |
-- layout by cell type (no fill, tap or decap) --
cell type / instances
sky130_fd_sc_hd__clkdlybuf4s50_1: 33
sky130_fd_sc_hd__buf_2: 33
sky130_fd_sc_hd__dfrtp_1: 32
sky130_fd_sc_hd__mux2_4: 30
sky130_fd_sc_hd__buf_4: 11
sky130_fd_sc_hd__clkbuf_8: 5
sky130_fd_sc_hd__buf_12: 3
sky130_fd_sc_hd__mux2_2: 2
sky130_fd_sc_hd__inv_1: 1
-- per-layer routing --
layer / share of wire [%] / vias up / GRT usage [%]
met5: 0 / - / 0
met4: 1.6 / 0 / 1.81
met3: 8.4 / 6 / 4.01
met2: 45 / 42 / 17.3
met1: 45 / 406 / 20.2
li1: - / 398 / -
-- final cells by class --
type / instances / area [sq um]
Timing Repair Buffer: 80 / 638
Inverter: 1 / 3.75
Tap cell: 52 / 65.1
Clock buffer: 5 / 68.8
Fill cell: 391 / 2270
Sequential cell: 32 / 801
Multi-Input combinational cell: 32 / 473
-- what timing repair did --
| action | CTS | global route |
|---|---|---|
| gates resized | 97 | 0 |
| buffers inserted | 7 | 2 |
| pin swaps | 0 | 0 |
| endpoints found under the hold margin | 0 | 0 |
| endpoints found under the setup margin | 32 | 10 |
-- cell families after synthesis --
group / synth area share [%]
DFF: 59.4
buffers and inverters: 5.57
muxes: 35.1
Power and IR drop assume default switching activity.
